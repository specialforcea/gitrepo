File: ./design.v
module Gen_CLK(
CLOCK_50,
RESET_N,
REFCLK,
refSCLK
);
input CLOCK_50;
input RESET_N;
output REFCLK;
output refSCLK;
reg CLKreg;
reg [11:0]count;
always@( posedge CLOCK_50 or negedge RESET_N)begin	
	if ( RESET_N == 1'b0)begin
		CLKreg <= 1'b0;
		count <= 12'b0;
	end else begin
	if (count == 12'd1000) begin
		count <= 12'b0;
		CLKreg <= ~CLKreg;
	end else begin
		count <= count + 1'b1;
	end
	end
end
assign refSCLK = REFCLK;
assign REFCLK = CLKreg;
endmodule
File: ./run.sh
#!/bin/bash
# OpenROAD 26Q1-2900-gdf79404cd8, Yosys 0.63+post, stock flow scripts
make -C /OpenROAD-flow-scripts/flow DESIGN_CONFIG=/design/flow/config.mk WORK_HOME=/design/flow/orfs finish
File: ./config.mk
export PLATFORM = sky130hd
export DESIGN_NAME = Gen_CLK
export DESIGN_NICKNAME = Gen_CLK
export VERILOG_FILES = /design/flow/design.v
export SDC_FILE = /design/flow/constraint.sdc
export NUM_CORES = 4
export LEC_CHECK = 1
export CORE_AREA = 10 10 83 83
export DIE_AREA = 0 0 93 93
File: ./constraint.sdc
current_design Gen_CLK

set clk_period 3.6
set clk_io_pct 0.2

create_clock -name clk0 -period $clk_period [get_ports {CLOCK_50}]

set non_clock_inputs [all_inputs -no_clocks]
set_input_delay [expr $clk_period * $clk_io_pct] -clock clk0 $non_clock_inputs
set_output_delay [expr $clk_period * $clk_io_pct] -clock clk0 [all_outputs]
==> run summary <==
Figures from the flow reports.

Clocking:
- In this run the clock root is driven by a sky130_fd_sc_hd__clkbuf_8.
- The run puts the number of resized instances in the post-cts repair step at 0.
- The run gives the maximum buffer depth of the clock tree as 2.
- Looking at the clock tree report, the H-tree level count equals 1.
- The post-CTS hold buffer count recorded in the log is 0.
- The run puts the CTS clock-pin slew for the worst setup and hold paths at 0.05 ns.
- The run gives the CTS tree as built.
- The later pin in the worst-skew pair is clocked with a latency of 0.24 ns.
- The run puts the number of buffers inserted to repair setup after CTS at 0.
- The run gives the number of buffers inserted during clock tree synthesis as 3.
- The clock tree has to reach 13 sinks.

Power and ir drop:
- The run puts the cell area power density at 343 mW/mm².
- The power report attributes to the combinational group a share of 0.013.
- The run gives the internal power component as 0.225 mW.
- The run gives the total power as 0.280 mW.
- The run gives the worst IR drop on VDD as 282 µV.
- The leakage component of the power was reported as 0.335 nW.
- The run gives the proportion of power drawn by flip-flops and latches as 0.523.
- Of the total power, the clock network draws 0.464.
- The run gives the power dissipated by switching net loads as 0.0544 mW.
- Of the total power, the share spent switching nets is 0.194.

Yosys:
- The run puts the cell count after synthesis at 64.
- After synthesis, the chip area reported by Yosys is 661 µm².
- The run puts the flip-flop and latch count after synthesis at 13.
- The run gives the tally of yosys warning messages as 1.
- Summing every instance area after synthesis gives 661 µm².
- The run gives the share of flip-flops with an asynchronous set or reset as 1.00.
- For reference, the top cells by count after synthesis are sky130_fd_sc_hd__dfrtp_1, sky130_fd_sc_hd__inv_1, sky130_fd_sc_hd__nand3_1, sky130_fd_sc_hd__nor2_1.
- The run puts the post-synthesis cell type count at 26.
- The run puts the average size of a mapped cell at 10.3 µm².
- The run puts the cell count listed in synth_stat.txt at 64.
- The run puts the portion of synthesized cell area occupied by the leading cell type at 0.492.
- Per the synthesis report, the dominant area consumer among library cells is sky130_fd_sc_hd__dfrtp_1.
- The run puts the part of the Yosys area used for sequential elements at 0.492.
- The run gives the most common cell in the synthesized netlist as sky130_fd_sc_hd__dfrtp_1.
- By area the synthesized netlist is led by sky130_fd_sc_hd__dfrtp_1, sky130_fd_sc_hd__xnor2_1, sky130_fd_sc_hd__xor2_1, sky130_fd_sc_hd__ha_1, sky130_fd_sc_hd__nand3_1.
- Yosys mapped a number of flops with a built-in enable equal to 0.
- The synthesis report names the predominant flop master as sky130_fd_sc_hd__dfrtp_1.

Setup path:
- The run gives the startpoint type of the worst setup path as a register.
- In this design, the largest share of critical-path delay is due to buffers and inverters.
- According to the timing report, the data required time at the worst endpoint equals 2.88 ns.
- The critical path maximum fanout is 3.
- In this run the critical path is formed by clkdlybuf4s50_1.
- The run gives the number of buffers and inverters on the critical path as 1.
- The run gives the endpoint arrival time on the critical path as 1.10 ns.
- The run puts the worst stage delay on the critical path at 0.48 ns.
- The run gives the critical path capture point type as an output pin.
- The critical path in this run is classified as register to output pin.
- Among all stages on the critical path, the largest delay is contributed by sky130_fd_sc_hd__clkdlybuf4s50_1.

Global routing:
- The run puts the number of global-route vias before repair at 468.
- The number of antenna violations at the first check in global routing came to 0.
- For this run the aggregate overflow at the end of global routing stands at 0.
- The run puts the overall routing resource usage at 0.0309.
- The run gives the largest net degree at the start of global routing as 14.
- The first global-routing pass estimated 2.22 mm of wire.

Timing:
- The run gives the sum of negative setup slack as 0 ns.
- The run gives the final setup violation count as 0.
- The run puts the normalized max-slew margin at 0.616.
- For the pin with the worst max-slew slack, the measured transition is 0.574 ns.
- The final timing report lists a hold violation count of 0.
- The run puts the clock tree skew after final layout at 0.00412 ns.
- The run puts the time the final worst path needs with I/O delays and setup at 1.82 ns.
- The run gives the total count of max-transition violations in the final report as 0.
- The run puts the share of the clock period used by the worst path after layout at 0.505.
- The run puts the maximum frequency from static timing analysis at 550 MHz.
- Setup repair after global routing left no endpoint under its margin.

Final layout:
- Between the synthesized netlist and the finished layout, the area growth was recorded as 23.5%.
- The run puts the number of fill cells at 606.
- The run puts the final design utilization at 0.159.
- The run puts the sequential cell area at 325 µm².
- The run puts the area of combinational cells with multiple inputs at 305 µm².
- Of the cells placed in the final design, the portion with a size suffix greater than 1 is 0.100.

Drt:
- Per the detail_route report, the via count comes to 472.
- The run puts the detail-routed via count per cell at 3.37.
- The run gives the initial DRC count as 29.
- The first TritonRoute pass finished after 2 iterations.
- In this run the remaining antenna-violating nets after routing total 0.
- The run puts the total wirelength of the detailed-routed design at 1.24 mm.
- The run puts the number of antenna cells inserted at 0.
- The run puts the routed length per instance at 8.89 µm.
- The run gives the post-detailed-route DRC marker count as 0.

Flow run:
- The run puts the warning total across the stage logs at 26.
- The run puts the max-cap violation count at 0.

Floorplan:
- The die is 93 µm tall.
- The floorplan report gives the top-level pin count as 4.
- The run puts the width of the chip at 93 µm.
- The run puts the area of the core region at 0.00514 mm².
- In this run the core area contains 26 standard-cell rows.
- The run gives the floorplan utilization as 0.129.
- The chip occupies 0.00865 mm².

Placement:
- The run puts the global placer's final weighted congestion at 0.806.
- Detailed placement finished with a half-perimeter wire length of 850 µm.
- The run puts the count of input and output buffers at 3.

Run status:
- The flow ran to the end, and the final reports show no timing, DRC or antenna violations.

Hold path:
- The run gives the type of the tightest min-delay check as register to register.
area by class of cell:
type	instances	share of cell area
inverters	6	0.0276
multi-input cells	44	0.374
well taps	70	0.107
flip-flops and latches	13	0.399
repair buffers	3	0.0368
clock buffers	4	0.0552
state kept, by name, summed over array words and instances (netlist names):
name    count
CLKreg      1
count      12
routing by layer:
metal / track usage / routed length (µm)
met5: 0 / 0
met1: 0.0469 / 681
met2: 0.0391 / 461
met3: 0.0145 / 88
met4: 0.00386 / 12
power groups by stage:
| stage | logic, mW | registers, mW | clock network, mW |
|---|---|---|---|
| 6_report | 0.00363 | 0.146 | 0.130 |
| 5_1_grt | 0.00443 | 0.146 | 0.141 |
| 4_1_cts | 0.00404 | 0.146 | 0.137 |
per-stage QoR:
step / setup slack [ns] / hold slack [ns] / std cells / area [µm²]
2_1_floorplan: 2.08 / 0.424 / 64 / 661
3_3_place_gp: 1.96 / 0.474 / 136 / 771
3_5_place_dp: 1.94 / 0.476 / 136 / 771
4_1_cts: 1.76 / 0.490 / 140 / 816
5_1_grt: 1.72 / 0.508 / 140 / 816
6_report: 1.78 / 0.487 / 140 / 816
layout by cell type, fill, tap and decap left out:
| cell | count |
|---|---|
| sky130_fd_sc_hd__dfrtp_1 | 13 |
| sky130_fd_sc_hd__inv_1 | 6 |
| sky130_fd_sc_hd__nand3_1 | 5 |
| sky130_fd_sc_hd__nor2_1 | 5 |
| sky130_fd_sc_hd__nand4_1 | 3 |
| sky130_fd_sc_hd__xnor2_1 | 3 |
| sky130_fd_sc_hd__o21ai_0 | 3 |
| sky130_fd_sc_hd__a21oi_1 | 3 |
| sky130_fd_sc_hd__xor2_1 | 3 |
| sky130_fd_sc_hd__clkbuf_8 | 3 |
| sky130_fd_sc_hd__clkdlybuf4s50_1 | 3 |
| sky130_fd_sc_hd__nor3_1 | 2 |
| sky130_fd_sc_hd__or3_1 | 2 |
| sky130_fd_sc_hd__ha_1 | 2 |
| sky130_fd_sc_hd__nand2_1 | 1 |
| sky130_fd_sc_hd__or4_4 | 1 |
| sky130_fd_sc_hd__nand3b_1 | 1 |
| sky130_fd_sc_hd__a21bo_2 | 1 |
| sky130_fd_sc_hd__o31a_1 | 1 |
| sky130_fd_sc_hd__o31ai_1 | 1 |
| sky130_fd_sc_hd__or4b_2 | 1 |
| sky130_fd_sc_hd__o221ai_1 | 1 |
| sky130_fd_sc_hd__nor3_4 | 1 |
| sky130_fd_sc_hd__and4_1 | 1 |
| sky130_fd_sc_hd__a21o_1 | 1 |
| sky130_fd_sc_hd__nor2b_1 | 1 |
| sky130_fd_sc_hd__nor4_1 | 1 |
| sky130_fd_sc_hd__clkbuf_1 | 1 |
cells by family (layout without fill, tap and decap cells):
| logic type | count (synthesis) | in the layout | share of synthesized area |
|---|---|---|---|
| AND-OR/OR-AND | 11 | 11 | 0.110 |
| AND/OR/NAND/NOR | 25 | 25 | 0.235 |
| adder cells (fa/ha/maj) | 2 | 2 | 0.0379 |
| buffers and inverters | 7 | 13 | 0.0455 |
| XOR/XNOR | 6 | 6 | 0.0796 |
| flip-flops | 13 | 13 | 0.492 |
path summary, 6_finish.rpt:
path | endpoint | slack (ns) | start | depth (start not counted)
worst min-delay path | count[11] | 0.49 | count[11] | 1
worst max register to register | count[8] | 1.95 | count[0] | 4
min in group asynchronous | count[8] | 0.84 | RESET_N | 1
max in group asynchronous | count[5] | 2.38 | RESET_N | 1
worst max-delay path | refSCLK | 1.78 | CLKreg | 1
worst min register to register | count[11] | 0.49 | count[11] | 1
Power and IR drop assume default switching activity.
